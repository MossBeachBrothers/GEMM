==> design.v <==
module GEMMController #(parameter M = 4, K = 4, N = 4, ADDR_WIDTH = 16)(
  input wire clk,
  input wire reset_n,
  input wire in_valid,
  input wire [7:0] M_dimmension, K_dimmension, N_dimmension,  
  output reg busy,
  output reg write_enable_A, write_enable_B, write_enable_C,  
  output reg read_enable_A, read_enable_B, read_enable_C,  
  output reg [ADDR_WIDTH-1:0] address_A, address_B, address_C,  
  output reg [31:0] data_in_A, data_in_B,  
  output reg [127:0] data_in_C,  
  input wire [31:0] data_out_A, data_out_B,  
  input wire [127:0] systolic_out_C,  
  output reg start_compute  
);
reg [2:0] state, next_state;
reg [15:0] cycle_count;  
localparam IDLE = 3'b000,
           LOAD_A = 3'b001,
           LOAD_B = 3'b010,
           COMPUTE = 3'b011,
           STORE_C = 3'b100,
           DONE = 3'b101;
always @(posedge clk or negedge reset_n) begin
    if (!reset_n) begin
        state <= IDLE;
        busy <= 0;
        cycle_count <= 0;
    end else begin 
        state <= next_state;
        if (state != IDLE) begin 
            cycle_count <= cycle_count + 1;
        end 
    end  
end 
always @(*) begin 
    next_state = state;
    write_enable_A = 0; read_enable_A = 0;
    write_enable_B = 0; read_enable_B = 0;
    write_enable_C = 0; read_enable_C = 0;
    busy = 1;
    data_in_A = 32'd0;
    data_in_B = 32'd0;
    data_in_C = 128'd0;
    start_compute = 0;
    case (state)
        IDLE: begin 
            busy = 0;
            if (in_valid) begin
                next_state = LOAD_A;
                address_A = 0;
                address_B = 0;
                address_C = 0;
                cycle_count = 0;
            end 
        end
        LOAD_A: begin
            read_enable_A = 1;  
            address_A = cycle_count; 
            if (cycle_count == M_dimmension * K_dimmension - 1) begin
                next_state = LOAD_B;
                cycle_count = 0;
            end 
        end
        LOAD_B: begin
            read_enable_B = 1;  
            address_B = cycle_count; 
            if (cycle_count == K_dimmension * N_dimmension - 1) begin
                next_state = COMPUTE;
                cycle_count = 0;
            end 
        end
        COMPUTE: begin
            start_compute = 1;  
            if (cycle_count == M_dimmension * N_dimmension - 1) begin
                next_state = STORE_C;
                cycle_count = 0;
            end 
        end  
        STORE_C: begin
            write_enable_C = 1;  
            address_C = cycle_count;
            data_in_C = systolic_out_C;  
            if (cycle_count == M_dimmension * N_dimmension - 1) begin 
                next_state = DONE;
                cycle_count = 0;
            end 
        end 
        DONE: begin
            busy = 0;
            next_state = IDLE;  
        end 
    endcase 
end 
endmodule
==> run.sh <==
#!/bin/bash
# OpenROAD 26Q1-2900-gdf79404cd8, Yosys 0.63+post, stock flow scripts
make -C /OpenROAD-flow-scripts/flow DESIGN_CONFIG=/design/flow/config.mk WORK_HOME=/design/flow/orfs finish
==> config.mk <==
export PLATFORM = sky130hd
export DESIGN_NAME = GEMMController
export DESIGN_NICKNAME = GEMMController
export VERILOG_FILES = /design/flow/design.v
export SDC_FILE = /design/flow/constraint.sdc
export NUM_CORES = 4
export LEC_CHECK = 1
export CORE_AREA = 10 10 219 219
export DIE_AREA = 0 0 229 229
==> constraint.sdc <==
current_design GEMMController

set clk_period 2.7
set clk_io_pct 0.2

create_clock -name clk0 -period $clk_period [get_ports {clk}]

set non_clock_inputs [all_inputs -no_clocks]
set_input_delay [expr $clk_period * $clk_io_pct] -clock clk0 $non_clock_inputs
set_output_delay [expr $clk_period * $clk_io_pct] -clock clk0 [all_outputs]
==> results_dict.tcl <==
# yosys + openroad results
set metrics [dict create \
    yosys-top-cells-count "inv_1, nand2_1, and2_1" \
    p_per_area_nw_per_um2 751.1 \
    cts_root_buffer "clkbuf_16" \
    yosys.area.top_type "fa_1" \
    syn_inst 1196 \
    synthDistinctLibCells 71 \
    fmax_mhz 207.4 \
    die_w_um 229 \
    drcViolationCount 0 \
    clockBufferDepth 2 \
    use_met1 0.2166 \
    hold_class "flip-flop to flip-flop" \
    synth.most_common_cell "inv_1" \
    yosysWarnings 51 \
    flop_area_um2 155.1 \
    setup_violations 5 \
    crit_path_max_fanout 8 \
    topCellsByArea "fa_1, ha_1, and2_1" \
    finalSetupTns_ps -10260 \
    status "complete, but fails checks" \
    io_buffers 286 \
    comb_area_um2 8666 \
    crit_arrival_ps 4940 \
    area_growth_pct 64.96 \
    n_fill_cell 4348 \
    synth_area_um2 9278 \
    ios 467 \
    cp.required_ps 2820 \
    violations "negative setup slack" \
    clk_pin_slew_ps 40 \
    peakVddDrop_mv 0.4988 \
    coreArea_um2 43170 \
    gr-usage-met2 0.2060 \
    path_class "input port to flip-flop" \
    crit_chain "buf_2, buf_8, buf_4, buf_6, nand2_1, fa_1, fa_1, fa_2, fa_1, inv_2, ha_4, or3_1, o22a_1, buf_4, a21oi_2, xnor2_1, or4_4, a2bb2oi_2" \
    max_stage_delay_ps 550 \
    wirelength_mm 37.90 \
    end_kind "flip-flop" \
    grt_setup_unrepaired "yes" \
    cp.depth 18 \
    worst-r2r-setup-slack_ps 1390 \
    ant_nets 0 \
    viasPerCell 4.174 \
    die_y_um 229 \
    drive_above_1_share 0.2501 \
    period_used_share 1.786 \
    endpoint "state[3]" \
    crit_top_cell "fa_1" \
    globalplace.congestion 0.9231 \
    syn_avg_cell_area_um2 7.757 \
    grt_pass1_wl_mm 57.61 \
    top_usage_layer "met1" \
    wire_per_inst_um 16.78 \
    yosysTopAreaCellShare 0.2654 \
    finalHoldViolCount 0 \
    slew_headroom 0.6636 \
    grt_usage 0.1433 \
    placement_rows 76 \
    tightest_slew_ps 498.2 \
    globalRouteMet3Util 0.04819 \
    yosys_area_um2 9278 \
    clock.latency.late_pin_ps 230 \
    htree_levels 1 \
    vias 9429 \
    final.setup.worst_slack_ps -2122 \
    synthFlopType "dfrtp_1" \
    clock-sinks 6 \
    dp_hpwl_mm 32.26 \
    cts_tree "done" \
    postSynthSeqShare 0.01632 \
    grt_max_degree 48 \
    first_global_vias 9692 \
    ys.flops 6 \
    cp_top_family "adder cells" \
    edf_count 0 \
    fp_util 0.2149 \
    cp_slowest_cell "or4_4" \
    crit_path_start "K_dimmension[4]" \
    drtPass1Iterations 4 \
    p_leak_nw 7.111 \
    cts_buffers 3 \
    slew_violations 0 \
    warnings 92 \
    antenna_found_initial 6 \
    skew_ps 4.687 \
    gr-total-overflow 0 \
    r2r_end "state[2]" \
    place_area_um2 14020 \
    die_area_um2 52440 \
    reg2reg_depth 5 \
    fin_area_um2 15300 \
    crit_buf_inv 6 \
    cap_violations 0 \
    start_kind "input port" \
    r2r_start "state[2]" \
    drtIter0Drc 363 \
    ys_cells 1196 \
    fin_crit_ps 4822 \
    async_flop_share 1.000 \
]
## per-layer routing
| metal | part of all wire | wire [um] | up-vias |
|---|---|---|---|
| met4 | 0.0046 | 174 | 8 |
| met3 | 0.088 | 3318 | 14 |
| li1 | - | - | 4531 |
| met5 | 0.0012 | 46 | - |
| met2 | 0.42 | 15800 | 380 |
| met1 | 0.49 | 18560 | 4496 |
## worst min path at each step
stage,slack [ps],cells after the start,startpoint,to
CTS,440,1,state[4],state[0]
global route,450,1,state[4],state[0]
finish,430,1,state[4],state[0]
## report_power, final
part | switching [mW] | leakage, nW | internal [mW] | total [mW]
clock network | 0.0481 | 0.0382 | 0.196 | 0.244
logic | 5.26 | 7.01 | 5.90 | 11.2
registers | 0.000256 | 0.0677 | 0.0908 | 0.0911
## layout make-up
| class | count | area share |
|---|---|---|
| Tap cell | 585 | 0.04783 |
| Sequential cell | 6 | 0.01014 |
| Multi-Input combinational cell | 957 | 0.5662 |
| Clock buffer | 4 | 0.005150 |
| Antenna cell | 3 | 0.0004905 |
| Inverter | 187 | 0.04586 |
| Timing Repair Buffer | 517 | 0.3243 |
## layout by cell type, fill, tap and decap left out, types with 7 or more instances in the layout
cell type	Yosys	final
a21o_1	9	9
a21oi_1	24	17
and2_1	167	163
buf_12	0	13
buf_4	116	185
buf_6	0	33
buf_8	0	9
clkdlybuf4s50_1	0	262
conb_1	1	116
fa_1	123	108
fa_2	0	15
ha_1	120	100
ha_4	0	20
inv_1	187	174
inv_2	0	13
nand2_1	174	145
nand2_2	0	23
nand2b_1	12	11
nand3_1	11	10
nand4_1	8	8
nor2_1	32	29
nor3_1	10	7
o21ai_0	18	12
## per-stage QoR
step | setup slack (ps) | instances | total power, mW | hold slack, ps | utilization
after floorplan | -2180 | 1311 | 6.174 | 244.4 | -
after global placement | -2976 | 2197 | 9.358 | 412.5 | 0.3247
after detailed placement | -2963 | 2197 | 9.379 | 421.6 | 0.3247
after CTS | -2110 | 2255 | 11.16 | 437.2 | 0.3521
after global routing | -2256 | 2256 | 12.74 | 446.1 | 0.3543
final | -2122 | 2259 | 11.50 | 432.9 | 0.3545
## repair_timing
| action | CTS | global route |
|---|---|---|
| buffers inserted | 49 | 3 |
| hold buffers | 0 | 0 |
| resized | 247 | 34 |
| setup endpoints to repair | 19 | 5 |
| pin swaps | 101 | 30 |
| gates cloned | 6 | 0 |
## logic make-up after synthesis
kind of cell             count (synthesis)  share of synthesized area
AND/OR/NAND/NOR                        459                     0.2561
buffers and inverters                  348                     0.1879
adder cells (fa/ha/maj)                243                     0.4272
AND-OR/OR-AND                          123                    0.09400
multiplexers                             9                    0.01146
XOR/XNOR                                 7                   0.006608
flip-flops                               6                    0.01632
other                                    1                  0.0004042
Power is estimated from default activity; no workload was simulated.
